==> design.v <==
module  klein_64  ( start , inp , key , ck , ready , out ) ;
input   start ;
input   [0:7]  inp ;   
input   [0:7]  key ;   
input   ck ;  
output  ready ;
output  [0:7]  out ;   
wire    round0 ;
wire    [0:3]  round ;
wire    [0:7]  rout;
wire    [0:3]  sels;
wire    [0:3]  selk;
klein_control  u_control  (
  .start   ( start   ) ,
  .ck      ( ck      ) ,
  .round0  ( round0  ) ,
  .round   ( round   ) ,
  .ready   ( ready   ) ,
  .sels    ( sels    ) ,
  .selk    ( selk    ) 
) ;
klein_comb  u_comb  (
  .inp     ( inp    ), 
  .key     ( key    ), 
  .round0  ( round0 ), 
  .ck      ( ck     ) ,
  .round   ( round  ),
  .sels    ( sels   ),
  .selk    ( selk   ), 
  .out     ( rout   )
) ;
assign  out  =  rout ;
endmodule
module  klein_comb  ( inp, key, round0, round, sels, selk, out, ck ) ;
input   [0:7]   inp ;   
input   [0:7]   key ;
input   [0:3]   sels;
input   [0:3]   selk;
input           round0;
input   [0:3]   round;
input   ck;
output  [0:7]   out;
reg     [0:12*8-1]   state ;
reg     [0:8*8-1]    keys;
wire    [0:12*8-1]   nstate ;
wire    [0:8*8-1]    nkeys;
wire    [0:3]        sbin1;
wire    [0:3]        sbin2;
wire    [0:3]        sbin3;
wire    [0:3]        sbin4;
wire    [0:3]        sbout3;
wire    [0:3]        sbout4;
wire    [0:7]        r9in;
wire    [0:7]        r9out;
wire    [0:7]        r10in;
wire    [0:7]        r11in;
wire    [0:7]        r0temp;
wire    [0:7]        k0temp;
assign sbin1= sels[0] ? state[56:59]  : state[0:3];
assign sbin2= sels[0] ? state[60:63]  : state[4:7];
sbox  sb1( .a(sbin1) , .y(nstate[8:11]));
sbox  sb2( .a(sbin2) , .y(nstate[12:15]));
assign r0temp = round0 ? inp : state[88:95];
assign nstate[0:7]  = r0temp ^ nkeys[0:7];
assign nstate[16:47]= state[8:39]; 
assign nstate[48:55]= sels[0] ? state[0:7] : state[56:63];
assign nstate[56:63] = state[48:55];
assign nstate[64:71]  =  { state[9:15] , 1'b0 }  ^  { 3'b000 , state[8] , state[8] , 1'b0 , state[8] , state[8] } ; 
assign r9in=sels[1] ? state[40:47] : state[8:15];
assign r9out  =  r9in  ^  { r9in[1:7] , 1'b0 }  ^  { 3'b000 , r9in[0] , r9in[0] , 1'b0 , r9in[0] , r9in[0] } ; 
assign nstate[72:79]= r9out ^ state[64:71];
assign r10in= sels[2] ? state[40:47] : state[8:15];
assign nstate[80:87]=state[72:79]^r10in;
assign r11in= sels[3] ? state[40:47] : state[8:15];
assign nstate[88:95]= state[80:87]^r11in;
always  @ ( posedge ck )  state  <=  nstate ;
assign sbin3= keys[32:35];
assign sbin4= keys[36:39];
sbox sb3(.a(sbin3), .y(sbout3));
sbox sb4(.a(sbin4), .y(sbout4));
assign k0temp =  round0 ? key : (selk[0] ? (selk[1] ? keys[56:63] : keys[48:55] ): (selk[1] ? keys[24:31] :keys[16:23]));
assign nkeys[0:7]=selk[2] ? ({4'b0 , round} ^ k0temp) : k0temp;
assign nkeys[8:23]= keys[0:15];
assign nkeys[24:31]= (selk[0:1]==0) ? keys[24:31] : keys[16:23];
assign nkeys[32:39]= round0 ? (key ^ keys[24:31]) : (selk[0] ? (nkeys[0:7]^keys[24:31]) : keys[56:63] );
assign nkeys[40:47] = selk[3] ? {sbout3, sbout4} : keys[32:39];
assign nkeys[48:55]= keys[40:47];
assign nkeys[56:63]= (selk[0:1] == 2'b10) ? keys[56:63] : keys[48:55];
always  @ ( posedge ck )  keys  <=  nkeys ;
assign out=nstate[0:7];  
endmodule
module  klein_control  ( start , ck , round0 ,  round , ready, sels, selk ) ;
input   start ;
input   ck ;  
output  round0 ;   
output  [0:3] round;
output  ready ;
output   [0:3]   sels;
output   [0:3]   selk;
reg     [0:3]  round_ps;
wire    [0:3]  round_ns;
reg     [2:0]  cnt_ps ;   
wire    [2:0]  cnt_ns ;   
reg            ready ;    
wire 		   round12;
reg     [0:7] intsel;
assign  cnt_ns  =  start  ?  0  :  cnt_ps + 1 ;
always  @ ( posedge ck )  cnt_ps  <=  cnt_ns ;
assign  round_ns    =  start ? 0 : ( (cnt_ps==7) ? round_ps+1 : round_ps) ;
always  @ ( posedge ck  )  round_ps  <=  round_ns ;
assign  round0   =  ( round_ps == 0 ) ;
assign  round12  =  ( round_ps == 12 ) ;
assign  round  =  round_ps;
always  @ ( posedge ck )  ready  <=  round12 ;
always  @ ( * )
  case  ( cnt_ps )
    4'h0  :  intsel  =  { 4'b0111 , 4'b0000 } ; 
    4'h1  :  intsel  =  { 4'b1011 , 4'b0000 } ; 
    4'h2  :  intsel  =  { 4'b1001 , 4'b0010 } ; 
    4'h3  :  intsel  =  { 4'b0000 , 4'b0101 } ; 
    4'h4  :  intsel  =  { 4'b0111 , 4'b1001 } ;
    4'h5  :  intsel  =  { 4'b0011 , 4'b1000 } ; 
    4'h6  :  intsel  =  { 4'b0001 , 4'b1000 } ; 
    4'h7  :  intsel  =  { 4'b0000 , 4'b1100 } ; 
  endcase  
assign sels= intsel[0:3]; 
assign selk= intsel[4:7]; 
endmodule
module  sbox  ( a , y ) ;
input   [0:3]  a ;   
output  [0:3]  y ;   
reg     [0:3]  y ;   
function [0:3] S;
input [0:3] x;
case ( x )
  4'h0  :  S  =  4'h7 ; 
  4'h1  :  S  =  4'h4 ; 
  4'h2  :  S  =  4'hA ; 
  4'h3  :  S  =  4'h9 ; 
  4'h4  :  S  =  4'h1 ;
  4'h5  :  S  =  4'hF ; 
  4'h6  :  S  =  4'hB ; 
  4'h7  :  S  =  4'h0 ; 
  4'h8  :  S  =  4'hC ; 
  4'h9  :  S  =  4'h3 ; 
  4'hA  :  S  =  4'h2 ; 
  4'hB  :  S  =  4'h6 ; 
  4'hC  :  S  =  4'h8 ; 
  4'hD  :  S  =  4'hE ; 
  4'hE  :  S  =  4'hD ; 
  4'hF  :  S  =  4'h5 ;
endcase
endfunction
always  @ ( * )
  y = S(a);
endmodule
==> run.sh <==
#!/bin/bash
# OpenROAD 26Q1-2900-gdf79404cd8, Yosys 0.63+post, stock flow scripts
make -C /OpenROAD-flow-scripts/flow DESIGN_CONFIG=/design/flow/config.mk WORK_HOME=/design/flow/orfs finish
==> config.mk <==
export PLATFORM = sky130hd
export DESIGN_NAME = klein_64
export DESIGN_NICKNAME = klein_64
export VERILOG_FILES = /design/flow/design.v
export SDC_FILE = /design/flow/constraint.sdc
export NUM_CORES = 4
export LEC_CHECK = 1
export CORE_UTILIZATION = 50
==> constraint.sdc <==
current_design klein_64

set clk_period 6.7
set clk_io_pct 0.2

create_clock -name clk0 -period $clk_period [get_ports {ck}]

set non_clock_inputs [all_inputs -no_clocks]
set_input_delay [expr $clk_period * $clk_io_pct] -clock clk0 $non_clock_inputs
set_output_delay [expr $clk_period * $clk_io_pct] -clock clk0 [all_outputs]
==> run notes <==
Entry: Yosys synthesis followed by OpenROAD place and route.

Global routing:
- The first global-routing pass estimated 17500 um of wire.
- The total overflow left after global routing is 0.
- The run gives the via count of the first global-routing pass as 3522.
- For this run, the total global-route usage over all layers was measured as 0.177.
- The run gives the initial antenna violation count as 0.
- The run puts the maximum number of pins on one net before global-route repair at 27.

Worst setup path:
- In the setup report, the worst path falls into the class in2out.
- Per STA, the library cell used most along the worst path is sky130_fd_sc_hd__clkdlybuf4s50_1.
- The run gives the signal arrival time at the worst endpoint as 3.17 ns.
- The run gives the cell at the slowest stage of the critical path as sky130_fd_sc_hd__clkdlybuf4s50_1.
- The run puts the maximum fanout along the worst path at 3.
- The worst setup path is launched from an input pin.
- The run gives the largest stage delay on the critical path as 0.51 ns.
- The run puts the depth of the worst register-to-register path at 10.
- The run gives the kind of capture point of the worst setup path as an output port.
- The run puts the worst path required time at 5.36 ns.
- The critical path goes through clkdlybuf4s50_1, nor4bb_1, a221oi_2, nor2_1, xnor2_1, clkdlybuf4s50_1.

Final timing:
- The final report lists the setup-violating endpoint count as 0.
- Headroom to the max-slew limit came out at 0.410.
- Setup repair after global routing left no endpoint under its margin.
- The run gives the final period demand of the worst path as 4.51 ns.
- In the final timing run, aggregate negative setup slack is 0 ns.
- The run puts the count of pins over their slew limit at 0.
- The run gives the final tally of hold violations as 0.
- The run gives the actual transition at the worst max-transition pin as 0.881 ns.
- The run puts the highest clock rate at 0.222 GHz.
- The run puts the largest clock skew in the final design at 0.00619 ns.
- The run puts the share of the clock period used by the worst path after layout at 0.673.

Synth:
- The run gives the per-instance average area after synthesis as 12.1 um^2.
- The post-synth count of flops with an enable pin is 16.
- The run puts the post-synthesis cell count at 545.
- The Yosys step of the flow raised 3 warnings.
- The chip area line in the Yosys stat output reads 6610 um^2.
- The area fraction of the largest cell type after synthesis is 0.494.
- For reference, the top cells by area after synthesis are sky130_fd_sc_hd__dfxtp_1 49%, sky130_fd_sc_hd__mux2i_1 7.3%, sky130_fd_sc_hd__edfxtp_1 7.3%, sky130_fd_sc_hd__xnor2_1 7.0%, sky130_fd_sc_hd__ha_1 4.5%.
- The mapped netlist covers 6610 um^2.
- Sorting the synthesis cell report by count puts at the top sky130_fd_sc_hd__dfxtp_1.
- The synthesis report gives the async set-or-reset register share as 0.
- The run gives the number of distinct standard cells referenced by the synthesized netlist as 50.
- The run gives the number of cells in the yosys synthesis report as 545.
- The run gives the dominant register cell in the synthesized netlist as sky130_fd_sc_hd__dfxtp_1.
- Counting flops and latches in the post-synthesis netlist gives 179.
- The commonest cells after synthesis are 163 x sky130_fd_sc_hd__dfxtp_1, 53 x sky130_fd_sc_hd__xnor2_1, 48 x sky130_fd_sc_hd__mux2i_1.
- sky130_fd_sc_hd__dfxtp_1 takes more of the synthesized area than any other cell.
- For this run, the register share of the synthesized area comes to 0.566.

Floorplanning:
- The run puts the horizontal extent of the die at 117 um.
- The run puts the starting density of the core at 0.517.
- The run puts the number of placed I/O pins at 27.
- The run gives the core area as 12800 um^2.
- In this run the vertical extent of the chip is 117 um.
- After floorplanning, the core was divided into 41 placement rows.
- According to the floorplan report, the total die area is 13700 um^2.

Pwr:
- Summed over all cells, the static leakage comes to 0.00322 uW.
- The run puts the sequential group share of total power at 0.487.
- The run gives the relative contribution of the clock network to total power as 0.321.
- The run puts the power dissipated by switching net loads at 857 uW.
- The power report lists cell-internal power as 2420 uW.
- The run gives the combinational cell fraction of total power as 0.192.
- The run gives the power per standard cell area as 432 nW/um^2.
- The script computed the net switching share of total power as 0.261.
- The run gives the maximum ir drop on the vdd rail as 0.216 mV.

Clock tree:
- The run gives the clock sink total as 179.
- As reported, the later end of the worst-skew pair has a clock insertion delay of 0.41 ns.
- The run puts the number of buffers added for setup after CTS at 0.
- The run puts the post-cts repair resize count at 0.
- The run gives the clock edge transition at the registers on the reported setup and hold paths as 0.06 ns.
- The run puts the maximum clock insertion buffer count at 2.
- Clock tree synthesis inserted a total of 17 buffers.
- The run gives the CTS tree as yes.
- The run gives the number of H-tree levels as 4.
- The root buffer cell chosen for the clock tree is sky130_fd_sc_hd__clkbuf_16.
- The run gives the hold buffer count at cts as 0.

Placed design:
- The run gives the routability congestion estimate from global placement as 0.839.
- Note, the detailed placer reported a final HPWL of 6980 um.
- After detailed placement, the design holds a cell count of 717.
- The run gives the count of port buffers added during placement as 26.

Worst hold path:
- The run gives the worst hold path class as reg2reg.
- The run puts the cell depth of the worst min-delay path at 0.

Job:
- The run gives the reported max-cap violation count as 0.
- OpenROAD emitted warnings numbering 41.

Detailed routing:
- The run puts the number of DRC violations after detailed routing at 0.
- The run gives the detailed-route vias per instance as 4.94.
- The run puts the post-route antenna net violation count at 0.
- TritonRoute output was used to compute an average wire per cell of 14.1 um.
- The run puts the total inserted antenna cells at 0.
- The run gives the number of search-and-repair iterations in the first detailed-routing pass as 4.
- The run puts the violation count after the first detailed-routing iteration at 181.
- The run puts the total number of vias at 3700.
- The run gives the overall routed net length as 10600 um.

Cells and area:
- The run gives the layout-stage area growth over the synthesis result as 15.0%.
- For this run, the number of standard cells in the final layout without fillers is 749.
- In the final layout, the share of cells above drive strength 1 is 0.127.

Outcome:
- The run finished with clean final reports.
[layout make-up]
cell class	count	area, um^2
fillers	1003	5170
flip-flops and latches	179	3740
multi-input cells	313	2620
clock buffers	20	468
repair buffers	30	290
well taps	172	215
clock inverters	12	175
inverters	23	86.3
[metrics by stage]
| stage | worst slack, ns | hold WS, ns | utilization | area [um^2] | power, uW |
|---|---|---|---|---|---|
| floorplan | 3.26 | 0.310 | - | 6610 | 2110 |
| global placement | 2.28 | 0.310 | 0.545 | 6960 | 2240 |
| detailed placement | 2.26 | 0.312 | 0.545 | 6960 | 2250 |
| CTS | 2.15 | 0.325 | 0.595 | 7600 | 3310 |
| global route | 2.03 | 0.329 | 0.595 | 7600 | 3470 |
| finish | 2.19 | 0.323 | 0.595 | 7600 | 3280 |
[state kept, by name (all words and copies together), names as in the netlist]
name and cells:
u_comb.sbout3 4, u_comb.state 91, u_comb.sbout4 4, u_control.round_ps 4, u_control.cnt_ps 3, u_control.intsel 8, u_comb.keys 64, u_control.ready 1
[metal layers]
| layer | global-route usage | share of wire |
|---|---|---|
| met1 | 0.284 | 0.52 |
| met2 | 0.268 | 0.43 |
| met3 | 0.0425 | 0.037 |
| met4 | 0.0203 | 0.011 |
| met5 | 0 | 0 |
[layout by cell type, fill, tap and decap left out, types with 4 or more instances in the layout]
cell and instances:
sky130_fd_sc_hd__nor2_1 31, sky130_fd_sc_hd__ha_1 24, sky130_fd_sc_hd__o21ai_0 13, sky130_fd_sc_hd__clkdlybuf4s50_1 26, sky130_fd_sc_hd__mux4_2 6, sky130_fd_sc_hd__edfxtp_1 16, sky130_fd_sc_hd__nand2_1 28, sky130_fd_sc_hd__buf_4 4
sky130_fd_sc_hd__mux2_2 22, sky130_fd_sc_hd__inv_1 22, sky130_fd_sc_hd__dfxtp_1 163, sky130_fd_sc_hd__bufinv_16 4, sky130_fd_sc_hd__a31oi_1 9, sky130_fd_sc_hd__a211oi_1 6, sky130_fd_sc_hd__xor2_1 16, sky130_fd_sc_hd__a21oi_1 8
sky130_fd_sc_hd__nor3_1 4, sky130_fd_sc_hd__clkbuf_16 18, sky130_fd_sc_hd__xnor2_1 53, sky130_fd_sc_hd__mux2i_1 48
[critical path, delay by kind of cell]
family,cells,cell delay (ns)
simple gates,2,0.58
buf+inv,2,0.99
xor+xnor,1,0.17
compound gates,1,0.10
[power by group through the flow]
stage	sequential (uW)	clock, uW	combinational (uW)
CTS	1600	1070	638
global route	1640	1130	706
finish	1600	1050	630
[final timing paths]
kind | from | slack [ns] | end
hold / removal | u_comb.keys[43] | 0.32 | u_comb.keys[51]
setup reg to reg | u_control.intsel[5] | 3.36 | u_comb.sbout4[1]
setup / recovery | key[5] | 2.19 | out[5]
hold reg to reg | u_comb.keys[43] | 0.32 | u_comb.keys[51]
[logic make-up (layout without fill, tap and decap cells)]
family	after synthesis	count (layout)	synth area share
XOR/XNOR	70	70	0.0950
flip-flops	179	179	0.566
multiplexers	78	78	0.139
adder cells (fa/ha/maj)	24	24	0.0454
AND/OR/NAND/NOR	89	89	0.0638
AND-OR/OR-AND	52	52	0.0528
buffers and inverters	53	85	0.0379
Power figures rest on the tool's default switching activity, not on a simulated workload.
